$ cat flow/run.sh
#!/bin/bash
# OpenROAD 26Q1-2900-gdf79404cd8, Yosys 0.63+post, stock flow scripts
make -C /OpenROAD-flow-scripts/flow DESIGN_CONFIG=/design/flow/config.mk WORK_HOME=/design/flow/orfs finish
$ cat flow/config.mk
export PLATFORM = sky130hd
export DESIGN_NAME = hex7seg
export DESIGN_NICKNAME = hex7seg
export VERILOG_FILES = /design/flow/design.v
export SDC_FILE = /design/flow/constraint.sdc
export NUM_CORES = 4
export LEC_CHECK = 1
export CORE_AREA = 10 10 70 70
export DIE_AREA = 0 0 80 80
$ cat flow/constraint.sdc
current_design hex7seg

set clk_period 1.9
set clk_io_pct 0.2

create_clock -name clk0 -period $clk_period

set non_clock_inputs [all_inputs -no_clocks]
set_input_delay [expr $clk_period * $clk_io_pct] -clock clk0 $non_clock_inputs
set_output_delay [expr $clk_period * $clk_io_pct] -clock clk0 [all_outputs]
$ cat flow/design.v
`timescale 1ns / 1ps
`default_nettype none
module hex7seg(
   input  wire [3:0] x,
   output wire [6:0] segments
);
   assign segments = ~(               
            x == 4'h0 ? 7'b0111111      
          : x == 4'h1 ? 7'b0000110
          : x == 4'h2 ? 7'b1011011
          : x == 4'h3 ? 7'b1001111
          : x == 4'h4 ? 7'b1100110 
          : x == 4'h5 ? 7'b1101101
          : x == 4'h6 ? 7'b1111101
          : x == 4'h7 ? 7'b0000111
          : x == 4'h8 ? 7'b1111111
          : x == 4'h9 ? 7'b1101111
          : 7'b0000000 );   
endmodule
==> datasheet_impl.txt <==
Table: implementation figures

Parameter                              Value

Final timing
  Total negative slack    0 ns
  Ratio of final minimum period to clock period    0.9433
  Setup Viol. Count Final    0
  Actual transition at the worst max-transition pin    0.2952 ns
  Max-slew headroom at the worst pin    0.8011
  Unrepaired setup endpoints after global routing    no
  Max-slew violation count    0
  Fin. Hold Viols    0
  Highest Clock Rate    558.0 MHz
  Shortest period the worst path allows    1.792 ns

Synthesis
  Synthesized area    168.9 sq um
  Chip Area, Yosys    168.9 sq um
  Gate count after technology mapping    26
  Syn. warnings    0
  Count of instantiated cells in the yosys netlist    26
  Cell type with the largest total area    sky130_fd_sc_hd__o21ai_0
  Top cells by area    sky130_fd_sc_hd__o21ai_0, sky130_fd_sc_hd__or4b_4, sky130_fd_sc_hd__buf_6
  Portion of synthesized cell area occupied by the leading cell type    0.08889
  Distinct cells, synth    19
  Sequential fraction of the synthesis area    0
  Average cell area after synthesis    6.497 sq um

Job
  Number of warnings the tools reported    32
  Count of max-cap constraint violations    0

Cells and area
  Layout-stage area growth over the synthesis result    114.1%
  Combinational gate area    141.4 sq um
  Flop count    0
  Non-filler cells in the finished layout    88
  Total of clock buffers placed in the layout    0
  Share of cells above drive strength 1    0.4762
  Layout fillers    403
  Sequential standard cell area    0 sq um
  Post-route cell area    361.6 sq um
  Utilization after layout    0.1059

Floorplan
  Number of rows created at floorplan    21
  Vertical die size    80 um
  Chip width    80 um
  Die Outline Area    6400 sq um
  Core utilization at floorplan    0.04945
  Top Ports    11
  Area of the core    3416 sq um

Power
  Maximum VDD drop    0.00002946 V
  Psw    0.02521 mW
  Reg power frac    0
  Sw Share    0.3708
  Portion of total power attributed to the clock network    0
  Pwr Total    0.06800 mW
  Internal power    0.04278 mW
  Reported leakage power    0.1539 nW
  Fraction of power consumed by combinational cells    1.000
  Power density normalized to cell area    188.0 nW/um^2

Min path
  Number of cells on the worst hold path    4
  Beginning of the worst hold path    x[3]
  Worst Hold Path EP    segments[6]
  Classification of the worst-slack hold path    in -> out

GRT
  Number of antenna violations at the first check in global routing    0
  Vias in the first global route    246
  Global-route wire length before repair    1069 um
  Total routing resource utilization after global routing    0.01986
  Largest net degree at the start of global routing    8
  Overflow left after global routing    0

Clocking
  Hold buffer count at CTS    0

Setup path
  Startpoint kind of the worst setup timing path    input pin
  Maximum fanout count along the critical path    3
  Arr. time, crit path    1.41 ns
  Element type at the critical path end    output pin
  Required time of the worst setup path    1.52 ns
  Setup Crit Path Kind    in -> out

Placed design
  Routability-driven placement congestion ratio    0.7306
  Hpwl dp    542.8 um
  Count of port buffers added during placement    11
  Placed Cells    87
  Instance area at placement    370.4 sq um

Routing
  Total detailed-routing wirelength    635 um
  First-pass detailed-route iteration total    3
  Detailed-route DRC error count    0
  Number of inserted diodes    0
  Post-detailed-route wirelength per cell    7.216 um
  Via density    2.625
  Total number of vias    231
  Violation count after the first detailed-route iteration    5
  Number of antenna-violating nets in the routed design    0

Outcome
  Run status    complete, no violations
cell usage after synthesis:
library cell,count
sky130_fd_sc_hd__or3b_1,1
sky130_fd_sc_hd__inv_1,3
sky130_fd_sc_hd__o22a_2,1
sky130_fd_sc_hd__or3_1,1
sky130_fd_sc_hd__buf_2,2
sky130_fd_sc_hd__o21ba_2,1
sky130_fd_sc_hd__nand3_1,2
sky130_fd_sc_hd__nand4_1,1
sky130_fd_sc_hd__nand2_1,1
sky130_fd_sc_hd__o2bb2a_1,1
sky130_fd_sc_hd__or4b_4,1
sky130_fd_sc_hd__a21oi_1,2
sky130_fd_sc_hd__o221ai_1,1
sky130_fd_sc_hd__a21boi_0,1
sky130_fd_sc_hd__buf_6,1
sky130_fd_sc_hd__o21ai_0,3
sky130_fd_sc_hd__o211ai_1,1
sky130_fd_sc_hd__nor2_1,1
sky130_fd_sc_hd__clkbuf_2,1
layout make-up:
type               count  share of cell area
inverters              3             0.03114
multi-input cells     19              0.3910
well taps             46              0.1592
repair buffers        20              0.4187
per-stage QoR:
stage          setup slack, ns  hold WS (ns)
6_report                0.1077         1.181
5_1_grt                0.05728         1.262
4_1_cts               0.006782         1.265
3_5_place_dp           -0.4888         1.853
3_3_place_gp           -0.4839         1.849
2_1_floorplan           0.4480        0.8806
placed cells by master (no fill, tap or decap), drive strengths merged, types with 2 or more instances in the layout:
cell type,count
a21oi,2
o21ai,3
clkdlybuf4s50,2
inv,3
nand3,2
clkbuf,2
dlygate4sd2,4
buf,12
power groups by stage:
stage     registers, mW  clock network [mW]  logic, mW
4_1_cts               0                   0     0.0719
6_report              0                   0     0.0680
5_1_grt               0                   0     0.0780
layer usage:
layer | vias to the layer above | track usage | routed length, um
li1 | 130 | - | -
met4 | 0 | 0 | 0
met2 | 6 | 0.04013 | 315
met3 | 0 | 0.005682 | 67
met1 | 95 | 0.02044 | 253
met5 | - | 0 | 0
logic make-up (layout without fill, tap and decap cells):
family | after synthesis | count (layout) | synth area share
buffers and inverters | 7 | 23 | 0.2222
and+or+nand+nor | 8 | 8 | 0.3111
AOI/OAI and AO/OA | 11 | 11 | 0.4667
worst max-delay path, stage by stage:
cell                              delay [ns]
sky130_fd_sc_hd__buf_2                  0.11
sky130_fd_sc_hd__buf_4                  0.13
sky130_fd_sc_hd__buf_4                  0.13
sky130_fd_sc_hd__nor2_2                 0.09
sky130_fd_sc_hd__o22a_2                 0.12
sky130_fd_sc_hd__clkdlybuf4s50_1        0.45
worst max-delay path by stage:
stage	startpoint	end	slack, ns	cells past startpoint
6_report	x[0]	segments[2]	0.11	6
5_1_grt	x[0]	segments[2]	0.06	6
4_1_cts	x[0]	segments[2]	0.007	6
repair_timing:
action                                  4_1_cts  5_1_grt
endpoints found under the hold margin         0        0
setup buffers                                 1        0
resized                                      23        4
pin swaps                                     4        0
endpoints found under the setup margin        7        3
Power and IR drop assume default switching activity.
