==> ./design.v <==
`timescale 1ns / 1ps
`default_nettype none
module de2_115top
	(
		input  wire 		 CLOCK_50,			 
		input	 wire [3:0]	 KEY,					 
		input  wire [17:0] SW,					 
		output wire [6:0]  HEX0 				 
	);
	wire [3:0] digit = SW[3:0]; 
	wire clock = CLOCK_50;
	wire reset = KEY[0];
	dec7seg dec7seg_u0 (.x(digit), .segments(HEX0));
endmodule
`timescale 1ns / 1ps
`default_nettype none
module dec7seg(
   input  wire  [3:0] x,
   output logic [6:0] segments
);
   assign segments = ~(  
         x == 4'h0 ? 7'b0111111      
         : x == 4'h1 ? 7'b0000110
         : x == 4'h2 ? 7'b1011011
         : x == 4'h3 ? 7'b1001111
         : x == 4'h4 ? 7'b1100110 
         : x == 4'h5 ? 7'b1101101
         : x == 4'h6 ? 7'b1111101
         : x == 4'h7 ? 7'b0000111
         : x == 4'h8 ? 7'b1111111
         : x == 4'h9 ? 7'b1101111
         : 7'b0000000 );  
endmodule
==> ./run.sh <==
#!/bin/bash
# OpenROAD 26Q1-2900-gdf79404cd8, Yosys 0.63+post, stock flow scripts
make -C /OpenROAD-flow-scripts/flow DESIGN_CONFIG=/design/flow/config.mk WORK_HOME=/design/flow/orfs finish
==> ./config.mk <==
export PLATFORM = sky130hd
export DESIGN_NAME = de2_115top
export DESIGN_NICKNAME = de2_115top
export VERILOG_FILES = /design/flow/design.v
export SDC_FILE = /design/flow/constraint.sdc
export NUM_CORES = 4
export LEC_CHECK = 1
export CORE_AREA = 10 10 70 70
export DIE_AREA = 0 0 80 80
==> ./constraint.sdc <==
current_design de2_115top

set clk_period 1.0
set clk_io_pct 0.2

create_clock -name clk0 -period $clk_period

set non_clock_inputs [all_inputs -no_clocks]
set_input_delay [expr $clk_period * $clk_io_pct] -clock clk0 $non_clock_inputs
set_output_delay [expr $clk_period * $clk_io_pct] -clock clk0 [all_outputs]
==> results_slide.txt <==
Implementation Results

Status
  • Status: complete, but fails checks
  • Violated checks: negative setup slack

Setup path
  • Ordered list of cells on the worst path: buf_12 -> o21ai_4 -> a21boi_2 -> o21ai_1 -> buf_2
  • Required time of the critical path: approximately 0.8 ns
  • Number of cells on the critical path: 5
  • Largest delay contributor family on the critical path: AND-OR/OR-AND gates
  • Kind of capture point of the worst setup path: output port
  • Max Fanout on Critical Path: 7
  • CP max stage delay: 0.18 ns
  • Total buffers and inverters traversed by the critical path: 2
  • Arrival time worst endpoint: 0.81 ns
  • Worst setup path category: in -> out
  • Critical Path Source Type: primary input
  • Capturing instance or port of the critical path: HEX0[0]
  • Slowest library cell on the worst path: sky130_fd_sc_hd__a21boi_2
  • Critical path startpoint: SW[2]

Power
  • LEAKAGE: roughly 0.18 nW
  • Maximum vdd drop: between 0.05 and 0.06 mV
  • Power consumption: around 170 uW
  • Power density over the cells: between 400 and 500 mW/mm2

Synth
  • Synth Area in Compound Gates: 39.50%
  • Synthesized cell area: between 100 and 150 um2
  • Area share of xor/xnor cells in the synthesized design: slightly below 6%
  • Simple-gate share of the synthesized area: approximately 37%
  • Number of cells in the yosys synthesis report: 23
  • Largest family of logic cells by area: AND-OR/OR-AND gates
  • Syn Area/Cell: approximately 6.5 um2
  • Adder-cell share of the synthesized area: 0%
  • Top-area cell share: 15.13%
  • Area fraction in mux cells: 0%
  • Chip area in the Yosys report: roughly 150 um2
  • Ranking of synthesized cells by area: sky130_fd_sc_hd__buf_6 15%, sky130_fd_sc_hd__nand2_1 13%, sky130_fd_sc_hd__o21ai_1 10%, sky130_fd_sc_hd__a21boi_2 7.6%, sky130_fd_sc_hd__and2b_4 6.7%
  • Synth area leader: sky130_fd_sc_hd__buf_6
  • Most frequent cell after synthesis: sky130_fd_sc_hd__nand2_1
  • Number of instances in the synthesized netlist: 23
  • Netlist cell types: 15
  • Seq share, synth: 0%
  • Cell types with the highest counts after synthesis: 5 x sky130_fd_sc_hd__nand2_1, 3 x sky130_fd_sc_hd__o21ai_1, 2 x sky130_fd_sc_hd__buf_6, 2 x sky130_fd_sc_hd__nor2_1
  • Yosys warning total: 0

Finish
  • Reg area: 0 um2
  • Number of non-filler instances in the completed layout: about 88
  • Post-route cell area: ~430 um2
  • Layout cells sized above 1: between 70% and 80%
  • Count of sequential standard cells: 0
  • Comb gate area: about 170 um2
  • Layout area overhead: 189.1%
  • Count of clock buffers in the final design: 0
  • Layout filler cell count: ~390

Place
  • Placement-stage cell area: about 350 um2
  • Dpl hpwl: between 500 and 600 um
  • Instance count after placement with tap cells included: around 86
  • Weighted congestion reported at the end of routability-driven placement: just over 0.7
  • PortBufs: 11

Final timing
  • Setup repair after global routing missed its margin: true
  • Worst slew margin: approximately 90%
  • Worst hold margin: between 0.7 and 0.8 ns
  • Count of endpoints failing hold in the final timing report: 0
  • Final count of negative-setup-slack endpoints: 1
  • Final clock period utilization by the worst path: 101.4%
  • Max Freq: between 0.9 and 1 GHz
  • Worst path setup slack after routing: -0.01428 ns
  • Measured slew at the worst slew-check pin: between 0.15 and 0.2 ns
  • Max Transition Viols Final: 0
  • Final critical delay including setup and external delays: 1.014 ns

GRT
  • Maximum number of pins on one net before global-route repair: 8
  • Global router's overall resource usage: between 2 and 2.5%
  • Antenna violations before repair: 0
  • Via count of the first global-routing pass: roughly 220
  • Overflow left after global routing: 0
  • Wire length of the first global-routing pass: about 1100 um

Run
  • Number of logged tool warnings: ~53
  • # Max-Cap Violations: 0

Routing
  • Routed wire length per instance: roughly 8.1 um
  • First DRT Iteration DRCs: 31
  • Post-detailed-route DRC marker count: 0
  • Detailed Route WL: just over 700 um
  • Via total after detailed routing: ~230
  • Via/cell ratio: roughly 2.6
  • Number of iterations in the first detailed-routing pass: 2
  • Routed Antenna Nets: 0
  • Final antenna diode count: 0

Clocking
  • Number of hold buffers added after CTS: 0

Floorplan
  • Starting density of the core: around 4.4%
  • Horizontal extent of the die: ~80 um
  • Count of standard-cell rows: 21
  • Core Footprint: 0.003416 mm2
  • Die extent in y: around 80 um
  • Number of top-level pins: 30
  • Floorplan die area: 0.006400 mm2

Min path
  • Min-Delay Path Depth: 4
  • Hold Path Class: in -> out
power by group:
| part | switching (mW) | internal (mW) |
|---|---|---|
| sequential | 0 | 0 |
| clock | 0 | 0 |
| combinational | 0.0653 | 0.109 |
timing repair:
action | CTS | global route
setup endpoints to repair | 7 | 7
pin swaps | 9 | 4
buffers inserted | 1 | 1
resized | 50 | 13
stage by stage:
step                utilization [%]  TNS [ns]  worst slack [ns]
floorplan                         -         0            0.1224
global placement              10.37    -5.658           -0.8283
detailed placement            10.37    -5.748           -0.8558
CTS                           10.70  -0.04168          -0.03022
global route                  12.60   -0.1462          -0.06322
finish                        12.60  -0.01428          -0.01428
worst min-delay path by stage:
| stage | from | to | slack, ns |
|---|---|---|---|
| 5_1_grt | SW[3] | HEX0[4] | 0.77 |
| 6_report | SW[3] | HEX0[4] | 0.71 |
| 4_1_cts | SW[2] | HEX0[6] | 0.72 |
routing by layer:
metal / wire, um / vias up / GRT usage [%] / share of wire [%]
met5: 0 / - / 0 / 0
met1: 341 / 102 / 3.034 / 48
met2: 343 / 6 / 3.692 / 48
li1: - / 122 / - / -
met4: 0 / 0 / 0 / 0
met3: 26 / 0 / 0.2273 / 3.7
placed cells by master, fill, tap and decap left out, types with 2 or more instances in the layout:
cell                      instances
sky130_fd_sc_hd__nand2_1          5
sky130_fd_sc_hd__nor2_1           2
sky130_fd_sc_hd__buf_12           3
sky130_fd_sc_hd__buf_2            6
sky130_fd_sc_hd__buf_6            5
sky130_fd_sc_hd__buf_4            6
sky130_fd_sc_hd__o21ai_1          2
cell type report:
class,instances,area share [%]
timing repair buffer,21,45.64
inverter,1,0.8721
multi-input combinational,20,40.12
tap,46,13.37
cells by family (layout without fill, tap and decap cells):
group	Yosys count	in the layout
simple gates	11	11
compound gates	8	8
buf+inv	3	22
xor+xnor	1	1
Power is estimated from default activity; no workload was simulated.
